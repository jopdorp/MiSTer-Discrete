[run.sh]
#!/bin/bash
# OpenROAD 26Q1-2900-gdf79404cd8, Yosys 0.63+post, stock flow scripts
make -C /OpenROAD-flow-scripts/flow DESIGN_CONFIG=/design/flow/config.mk WORK_HOME=/design/flow/orfs finish
[config.mk]
export PLATFORM = sky130hd
export DESIGN_NAME = jacobi
export DESIGN_NICKNAME = jacobi
export VERILOG_FILES = /design/flow/design.v
export SDC_FILE = /design/flow/constraint.sdc
export NUM_CORES = 4
export LEC_CHECK = 1
export CORE_UTILIZATION = 30
export SYNTH_HDL_FRONTEND = slang
[constraint.sdc]
current_design jacobi

set clk_period 19.1
set clk_io_pct 0.2

create_clock -name clk0 -period $clk_period [get_ports {clk}]

set non_clock_inputs [all_inputs -no_clocks]
set_input_delay [expr $clk_period * $clk_io_pct] -clock clk0 $non_clock_inputs
set_output_delay [expr $clk_period * $clk_io_pct] -clock clk0 [all_outputs]
[design.v]
module jacobi#(
    parameter SIZE=3,
    parameter ITERATIONS=10,
    parameter PRECISION=16,
    parameter POINT=8,
    parameter CLOCK_SPEED=10000000,
    parameter SAMPLE_RATE=48000
)(
    input clk, 
    input I_RSTn,
    input signed[PRECISION+POINT-1:0] A[SIZE-1:0][SIZE-1:0],
    input signed[PRECISION+POINT-1:0] b[SIZE-1:0],
    input start,
    output reg signed[PRECISION+POINT-1:0] x[SIZE-1:0],
    output reg ready = 0
);
    reg[15:0] iteration = -1;
    reg[1:0] step = 0;
    wire signed[PRECISION+POINT-1:0] D_reciprocal_temp[SIZE-1:0];
    reg signed[PRECISION+POINT-1:0] D_reciprocal[SIZE-1:0];
    reg D_reciprocal_complete[SIZE-1:0];
    always_ff @(posedge clk) begin
        if(~I_RSTn || start)begin
            step <= 0;
            iteration <= 0;
        end else if(~D_reciprocal_complete[0])begin
                step <= 0;
        end else if(iteration <= ITERATIONS) begin
            step <= step + 1;
        end
        if(step == 2)begin
            iteration <= iteration + 1;
            if(iteration == ITERATIONS-1)begin
                step <= 0;
                ready <= '1;
            end
        end
    end
    genvar i, j;
    generate
        for (i = 0; i < SIZE; i++) begin
            reg signed[PRECISION+POINT-1:0] s[SIZE-1:0];
            wire signed[PRECISION+POINT-1:0] sum_s[SIZE:0];
            for (j = 0; j < SIZE; j++) begin
                always_ff @(posedge clk) begin
                    case (step)
                        0 : begin if (j != i) begin
                            s[j] <= (A[i][j] * x[j]) >>> POINT;
                        end else begin
                            s[j] <= 0;
                        end end
                    endcase
                end
                assign sum_s[0] = 0;
                assign sum_s[j+1] = sum_s[j] + s[j];
            end
            qdiv #(.Q(POINT),.N(PRECISION+POINT))	uut (
                {{(PRECISION+POINT-1){1'b0}},
                {1'b1}} <<< POINT, A[i][i],
                start,
                clk,
                D_reciprocal_temp[i],
                D_reciprocal_complete[i]
            );
            always_ff @(posedge clk) begin
                if(~I_RSTn)begin
                    x[i] <= 0;
                    D_reciprocal[i] <= 0;
                end
                case (step)
                    1 : begin
                        if(D_reciprocal_complete[i])begin
                            D_reciprocal[i] <= D_reciprocal_temp[i];
                        end
                    end
                    2 : begin
                        if(iteration <= ITERATIONS)begin
                            x[i] <= ((b[i] - sum_s[SIZE]) * D_reciprocal[i]) >>> POINT;
                        end
                    end
                endcase
            end
        end
    endgenerate
endmodule
module qdiv#(
    parameter Q = 15,
	parameter N = 32
    )(
	input [N-1:0] dividend,
	input [N-1:0] divisor,
	input start,
	input clk,
	output [N-1:0] quotient_out,
	output complete
	);
	reg [N-1:0] quotient;
	reg [N-1:0] dividend_copy;
	reg [2*(N-1)-1:0] divider_copy;
	reg [5:0] part; 
	reg done;
	initial done = 1;
	assign quotient_out = quotient;
	assign complete = done;
	always @( posedge clk ) 
	begin
		if( done && start ) begin
			done <= 1'b0;
			part <= N+Q-2;
			quotient <= 0;
			dividend_copy <= {1'b0,dividend[N-2:0]};
			divider_copy[2*(N-1)-1] <= 0;
			divider_copy[2*(N-1)-2:N-2] <= divisor[N-2:0];
			divider_copy[N-3:0] <= 0;
			if((dividend[N-1] == 1 && divisor[N-1] == 0) || (dividend[N-1] == 0 && divisor[N-1] == 1))
				quotient[N-1] <= 1;
			else
				quotient[N-1] <= 0;
		end 
		else if(!done) begin
			if(dividend_copy >= divider_copy) begin
				dividend_copy <= dividend_copy - divider_copy;
				quotient[part] <= 1'b1;
			end
			divider_copy <= divider_copy >>> 1;
			if(part == 0)
				done <= 1'b1;
			part <= part - 1;	
		end
	end
endmodule
==> results.txt <==
flow finished, numbers: status finished, final reports clean, RSZ-0062 raised after global routing false, Setup CP Type in2reg, CTS Buf Count between 70 and 80, Mapped Area 108400 um2, Cells on Worst Hold Path 2, top cells, area fa_1 (36%), ha_1 (13%), inv_1 (9.0%), DR vias/cell roughly 4.5, YS chip area 108400 um2, critical path's slowest cell or4_1, Clock transition at path regs around 0.06 ns, Residual DRC 0, die area around 360000 um2, worst r2r src genblk1[1].s[0][0], Worst Setup End Kind flip-flop, Data arrival, critical path around 16 ns, WP buf/inv 7, Worst Max-Slew Pin Slew around 0.9 ns, CTS sink count approximately 560, Commonest flop dfxtp_1, number of I/O port buffers 362, Stages on worst setup path between 40 and 50, number of standard cells reported by yosys about 12000, vias in the first global route roughly 80000, tool warnings between 40 and 50, fillers 36930, Rows 220, CP startpoint kind input pin, Vias 77260, relative slew slack about two fifths, Max VDD drop 0.0003410 V, Root Buffer clkbuf_16, antenna violations before repair 29, power per cell area about 99 nW/um2, synthesized instance count approximately 12000, dominant logic cell types in the final layout inv_1 (2606), fa_1 (1949), nand2_1 (1728), Yosys top cell by area fa_1, HPWL after DPL 232600 um, R2R cell count 42, Final Util about a third, Static Leak 59.14 nW, post_cts resized 0, die height 603.2 um, Max-Cap Viols 0, first-pass GRT wire length approximately 470000 um, worst min-delay path class reg2reg, fmax roughly 66 MHz, clock buffer depth 3, Critical path origin b[25], register area share after synthesis 12.67%, post-synthesis async set-or-reset flop share 0%, fp util just over 30%, Final Skew 0.05757 ns, share of layout cells above drive strength 1 about 3.6%, Worst-Skew Late Latency around 0.7 ns, synth warn 0, IO Pins 364, Yosys cell types roughly 80, syn avg cell area roughly 9 um2, Synth-to-Final Area Change 10.91%, hold_sp genblk1[1].uut.quotient_out[19], Critical Path Max Stage Delay 0.63 ns, post-CTS setup buffer count 0, cell family with most CP delay adder cells, Worst path most repeated cell fa_1, H-tree depth 3, Hold-fix buffers, CTS 0, all-layer global routing usage between 15 and 20%, core area 359500 um2, minimum clock period 15.13 ns, Pre-antenna DRT Iters 5, Slew Limit Fails 0, largest net degree at the start of global routing around 74, total gr overflow 0, Final TNS setup 0 ns, CP Max Fanout 9, initial DRC count ~3200, pre-CTS WS approximately 3.2 ns, Wirelength per Cell approximately 17 um, post-route cell area 120200 um2, Final Hold Fails 0, CP required approximately 20 ns, Detail Route Antenna Nets 0, TritonCTS clock tree yes, EDFF count, synth around 260, Die Span X 603.2 um, WL final just under 300000 um, Max-area cell share between 30% and 40%, GPL Wtd Cong between 0.9 and 1, Placement Cell Area 117800 um2, Commonest Layout Cell inv_1, Final period util roughly 79%, Final setup viols 0, PnR worst setup slack 3.966 ns, Synth Register Bits ~560
==> power by group <==
part	internal (mW)	switching (mW)	leakage (nW)	total [mW]
Sequential	1.53	0.177	5.45	1.71
Clock	0.817	0.610	1.18	1.43
Combinational	3.74	5.07	52.5	8.81
==> cell type report <==
| cell class | count | area [um2] | share of cell area (%) |
|---|---|---|---|
| Timing Repair Buffer | 611 | 5485 | 4.562 |
| Clock buffer | 95 | 1944 | 1.617 |
| Clock inverter | 37 | 478.0 | 0.3975 |
| Sequential cell | 558 | 13760 | 11.44 |
| Tap cell | 4773 | 5972 | 4.967 |
| Antenna cell | 13 | 32.53 | 0.02705 |
| Multi-Input combinational cell | 8321 | 82790 | 68.85 |
| Inverter | 2606 | 9782 | 8.135 |
==> cell usage after synthesis (5+ instances only) <==
cell type / instances
nor2b_1: 78
or3_1: 21
xnor2_1: 453
clkbuf_1: 554
a21oi_1: 136
nand3_1: 155
edfxtp_1: 256
o2111ai_1: 7
nand3b_1: 7
or3b_2: 5
xnor3_1: 16
a21o_1: 122
o22ai_1: 67
nand2_1: 1729
inv_1: 2606
o21a_1: 32
nand4_1: 32
nand4b_1: 5
o21ai_1: 7
ha_1: 1115
a31o_2: 5
fa_1: 1949
or2_2: 24
a221oi_1: 5
o21bai_1: 22
and2_1: 1168
and3_1: 123
mux2i_1: 9
nor4_1: 25
xor2_1: 185
o21ai_0: 248
nand2b_1: 41
buf_1: 18
a21boi_0: 31
nor2_1: 235
dfxtp_1: 302
a31oi_1: 40
a211oi_1: 19
nor3_1: 76
nor3b_1: 6
o41ai_1: 5
o31ai_1: 51
==> layer usage <==
layer	global-route usage, %	share of wire, %	up-vias
met5	0.1057	0.040	-
met2	27.43	46	2175
met1	23.70	42	38180
met4	4.376	3.2	14
li1	-	-	36530
met3	5.971	8.5	369
==> worst paths after layout <==
path	end	slack, ns
hold / removal	genblk1[1].uut.quotient_out[19]	0.44
setup reg to reg	x[44]	7.17
hold reg to reg	genblk1[1].uut.quotient_out[19]	0.44
setup / recovery	x[44]	3.97
==> flip-flops by register name, summed over array words and instances (netlist names) <==
register and flops:
genblk1.uut.divider_copy 135, step 2, x 72, genblk1.uut.part 18
genblk1.s 96, genblk1.uut.dividend_copy 72, iteration 16, D_reciprocal 72
genblk1.uut.complete 3, genblk1.uut.quotient_out 72
==> cells by family after synthesis <==
family / count (synthesis) / share of synthesized area (%)
AND-OR/OR-AND: 836 / 4.847
multiplexers: 11 / 0.1039
adder cells (fa/ha/maj): 3064 / 48.86
flip-flops: 558 / 12.67
XOR/XNOR: 660 / 5.590
AND/OR/NAND/NOR: 3749 / 16.92
buffers and inverters: 3180 / 11.01
other: 1 / 0.003459
==> per-stage QoR <==
step	cells	hold slack [ns]	power, mW
6_report	17010	0.4416	11.95
3_5_place_dp	16870	0.4341	10.56
4_1_cts	17000	0.4470	12.08
3_3_place_gp	16870	0.4260	10.53
2_1_floorplan	12060	0.4167	7.857
5_1_grt	17010	0.4636	13.26
==> worst reg2reg max path, delay by kind of cell (launching register included) <==
kind,cells,cell delay [ns]
fa+ha+maj,10,4.50
flops,1,0.32
buf+inv,7,0.49
mux,1,0.16
simple gates,3,0.96
compound gates,8,2.06
xor+xnor,13,3.39
Power and IR drop assume default switching activity.
