==> ./design.v <==
module LFSR(
  input clk,
  input audio_clk_en,
  input I_RSTn,
  output reg [7:0] LFSR    
);
wire feedback = LFSR[7];
always @(posedge clk, negedge I_RSTn) begin
  if(!I_RSTn)begin
    LFSR <= 255;
  end else if(audio_clk_en) begin
    LFSR[0] <= feedback;
    LFSR[1] <= LFSR[0];
    LFSR[2] <= LFSR[1] ^ feedback;
    LFSR[3] <= LFSR[2] ^ feedback;
    LFSR[4] <= LFSR[3] ^ feedback;
    LFSR[5] <= LFSR[4];
    LFSR[6] <= LFSR[5];
    LFSR[7] <= LFSR[6];
  end
end
endmodule
module astable_555_vco#(
    parameter CLOCK_RATE = 50000000,
    parameter longint SAMPLE_RATE = 48000,
    parameter R1 = 47000,
    parameter R2 = 27000,
    parameter C_35_SHIFTED = 1134  
) (
    input clk,
    input I_RSTn,
    input audio_clk_en,
    input signed[15:0] v_control,
    output signed[15:0] out
);
    localparam VCC = 16384;
    localparam ln2_16_SHIFTED = 45426;
    localparam[63:0] C_R2_ln2_27_SHIFTED = C_35_SHIFTED * R2 * ln2_16_SHIFTED >>> 24;
    localparam[63:0] C_R1_R2_35_SHIFTED = C_35_SHIFTED * (R1 + R2);
    localparam[31:0] CYCLES_LOW = C_R2_ln2_27_SHIFTED * CLOCK_RATE >>> 27;
    localparam[31:0] CLOCK_RATE_C_R1_R2 = C_R1_R2_35_SHIFTED * CLOCK_RATE >>> 35;
    wire signed[15:0] v_control_safe;
    reg[15:0] v_control_divided_two_vcc_minus_vcontrol = 3000;
    reg[15:0] two_vcc_minus_vcontrol = 3000;
    wire [11:0] ln_vc_vcc_vc_8_shifted;
    reg[23:0] to_log_8_shifted = 1000;
    natural_log natlog(
        .in_8_shifted(to_log_8_shifted),
        .I_RSTn(I_RSTn),
        .clk(clk),
        .out_8_shifted(ln_vc_vcc_vc_8_shifted)
    );
    reg[32:0] WAVE_LENGTH;
    reg[31:0] CYCLES_HIGH = 1000;
    assign v_control_safe = v_control < 32767 ? (v_control > 0 ? v_control : 1) : 32766;
    assign WAVE_LENGTH = CYCLES_HIGH + CYCLES_LOW;
    reg[63:0] wave_length_counter = 0;
    reg signed[15:0] unfiltered_out = 0;
    rate_of_change_limiter #(
        .SAMPLE_RATE(SAMPLE_RATE),
        .MAX_CHANGE_RATE(200000)
    ) slew_rate (
        clk,
        I_RSTn,
        audio_clk_en,
        unfiltered_out,
        out
    );
    always @(posedge clk, negedge I_RSTn) begin
        if(!I_RSTn)begin
            unfiltered_out <= 0;
            to_log_8_shifted <= 0;
            wave_length_counter <= 0;
            CYCLES_HIGH <= 1000;
        end else begin
            v_control_divided_two_vcc_minus_vcontrol <= v_control_safe / (two_vcc_minus_vcontrol >>> 8);
            two_vcc_minus_vcontrol <= (VCC <<< 1) - (v_control_safe <<< 1);
            to_log_8_shifted <= (1 <<< 8) + v_control_divided_two_vcc_minus_vcontrol;
            CYCLES_HIGH <= ((CLOCK_RATE_C_R1_R2 >> 4) * ln_vc_vcc_vc_8_shifted) >> 4;  
            if(wave_length_counter < WAVE_LENGTH)begin
            wave_length_counter <= wave_length_counter + 1;
            end else begin 
                wave_length_counter <= 0;
            end
            if(audio_clk_en)begin
                unfiltered_out <= wave_length_counter < CYCLES_HIGH ? 16384 : 0;
            end
        end
    end
endmodule
module beep #(
    parameter CLOCK_RATE = 1000000,
    parameter SAMPLE_RATE = 48000
)(
    input clk,
    input I_RSTn,
    input audio_clk_en,
    input beep_en,
    output reg signed[15:0] out
);
    wire signed[15:0] square_osc_out;
    wire signed[15:0] v_control;
    wire signed[15:0] mixer_input[1:0];
    wire signed[15:0] beep_en_5volts;
    wire signed[15:0] beep_en_5volts_filtered;
    assign beep_en_5volts = beep_en ? 'd6826 : 0;  
    wire signed[15:0] walk_en_filtered;
    wire signed[15:0] astable_555_out;
    resistor_capacitor_low_pass_filter #(
        .SAMPLE_RATE(SAMPLE_RATE),
        .R(4700),
        .C_35_SHIFTED(219188)
    ) filter4 (
        .clk(clk),
        .I_RSTn(I_RSTn),
        .audio_clk_en(audio_clk_en),
        .in(beep_en_5volts),
        .out(beep_en_5volts_filtered)
    );
    astable_555_vco #(
        .CLOCK_RATE(CLOCK_RATE),
        .SAMPLE_RATE(SAMPLE_RATE),
        .R1(390000),
        .R2(470000),
        .C_35_SHIFTED(62)
    ) vco (
        .clk(clk),
        .I_RSTn(I_RSTn),
        .audio_clk_en(audio_clk_en),
        .v_control(beep_en_5volts_filtered + 6500),
        .out(astable_555_out)
    );
    wire signed[15:0] walk_enveloped;
    wire signed[15:0] astable_555_high_passed;
    resistor_capacitor_high_pass_filter #(
        .SAMPLE_RATE(SAMPLE_RATE),
        .R(500),
        .C_35_SHIFTED(161490)
    ) filter2 (
        .clk(clk),
        .I_RSTn(I_RSTn),
        .audio_clk_en(audio_clk_en),
        .in(astable_555_out),
        .out(astable_555_high_passed)
    );
    always @(posedge clk, negedge I_RSTn) begin
        if(!I_RSTn)begin
            out <= 0;
        end else if(audio_clk_en)begin
            out <= astable_555_high_passed & {16{beep_en}};
        end
    end
endmodule
module Log2highacc
(
	input [23:0]	DIN_8_shifted,
	input			clk,
	output	[11:0]	DOUT_8_shifted
);
reg	[3:0]	priencout1;
reg	[3:0]	priencout2;
reg	[3:0]	priencout3;
reg	[5:0]	barrelout;
reg	[20:0]	barrelin;
reg	[7:0]	LUTout;
assign	DOUT_8_shifted	=	{priencout3, LUTout};	 
always @(posedge clk) 					
begin
	priencout2	<=	priencout1;
	priencout3	<=	priencout2;
	barrelin	<=	DIN_8_shifted[22:2];
end
wire [20:0] tmp1 =	(barrelin <<< ~priencout1);	 
always @(posedge clk)
begin
	barrelout	<=	tmp1[20:15];
end
wire	[15:0]	priencin = DIN_8_shifted[23:8];
always @(posedge clk)						 
casex (priencin)
	16'b1xxxxxxxxxxxxxxx:	priencout1	<=	15;
	16'b01xxxxxxxxxxxxxx:	priencout1	<=	14;
	16'b001xxxxxxxxxxxxx:	priencout1	<=	13;	
	16'b0001xxxxxxxxxxxx:	priencout1	<=	12;	
	16'b00001xxxxxxxxxxx:	priencout1	<=	11;	
	16'b000001xxxxxxxxxx:	priencout1	<=	10;	
	16'b0000001xxxxxxxxx:	priencout1	<=	9;	
	16'b00000001xxxxxxxx:	priencout1	<=	8;	
	16'b000000001xxxxxxx:	priencout1	<=	7;	
	16'b0000000001xxxxxx:	priencout1	<=	6;	
	16'b00000000001xxxxx:	priencout1	<=	5;	
	16'b000000000001xxxx:	priencout1	<=	4;	
	16'b0000000000001xxx:	priencout1	<=	3;	
	16'b00000000000001xx:	priencout1	<=	2;	
	16'b000000000000001x:	priencout1	<=	1;	
	16'b000000000000000x:	priencout1	<=	0;
endcase
always @(posedge clk)
case (barrelout)
	0:	LUTout	<=	0;
	1:	LUTout	<=	6;
	2:	LUTout	<=	11;
	3:	LUTout	<=	17;
	4:	LUTout	<=	22;
	5:	LUTout	<=	28;
	6:	LUTout	<=	33;
	7:	LUTout	<=	38;
	8:	LUTout	<=	44;
	9:	LUTout	<=	49;
	10:	LUTout	<=	54;
	11:	LUTout	<=	59;
	12:	LUTout	<=	63;
	13:	LUTout	<=	68;
	14:	LUTout	<=	73;
	15:	LUTout	<=	78;
	16:	LUTout	<=	82;
	17:	LUTout	<=	87;
	18:	LUTout	<=	92;
	19:	LUTout	<=	96;
	20:	LUTout	<=	100;
	21:	LUTout	<=	105;
	22:	LUTout	<=	109;
	23:	LUTout	<=	113;
	24:	LUTout	<=	118;
	25:	LUTout	<=	122;
	26:	LUTout	<=	126;
	27:	LUTout	<=	130;
	28:	LUTout	<=	134;
	29:	LUTout	<=	138;
	30:	LUTout	<=	142;
	31:	LUTout	<=	146;
	32:	LUTout	<=	150;
	33:	LUTout	<=	154;
	34:	LUTout	<=	157;
	35:	LUTout	<=	161;
	36:	LUTout	<=	165;
	37:	LUTout	<=	169;
	38:	LUTout	<=	172;
	39:	LUTout	<=	176;
	40:	LUTout	<=	179;
	41:	LUTout	<=	183;
	42:	LUTout	<=	186;
	43:	LUTout	<=	190;
	44:	LUTout	<=	193;
	45:	LUTout	<=	197;
	46:	LUTout	<=	200;
	47:	LUTout	<=	203;
	48:	LUTout	<=	207;
	49:	LUTout	<=	210;
	50:	LUTout	<=	213;
	51:	LUTout	<=	216;
	52:	LUTout	<=	220;
	53:	LUTout	<=	223;
	54:	LUTout	<=	226;
	55:	LUTout	<=	229;
	56:	LUTout	<=	232;
	57:	LUTout	<=	235;
	58:	LUTout	<=	238;
	59:	LUTout	<=	241;
	60:	LUTout	<=	244;
	61:	LUTout	<=	247;
	62:	LUTout	<=	250;
	63:	LUTout	<=	253;
endcase
endmodule
module natural_log(input clk, input[23:0] in_8_shifted, input I_RSTn, output reg[11:0] out_8_shifted = 0);
    localparam RATIO_16_SHIFTED = 45426;  
    wire[11:0] log2_x;
    Log2highacc log2(
        .DIN_8_shifted(in_8_shifted < 24'h104 ? 24'h104 : in_8_shifted),  
        .clk(clk),
        .DOUT_8_shifted(log2_x)
    );
    always_ff @( posedge clk, negedge I_RSTn ) begin : blockName
        if(!I_RSTn)begin
            out_8_shifted <= 0;
        end else if(log2_x)begin
            out_8_shifted <= RATIO_16_SHIFTED * log2_x >>> 16; 
        end
    end
endmodule
module rate_of_change_limiter #(
    parameter VCC = 12,
    parameter SAMPLE_RATE = 48000,
    parameter MAX_CHANGE_RATE = 950  
) (
    input clk,
    input I_RSTn,
    input audio_clk_en,
    input signed[15:0] in,
    output reg signed[15:0] out = 0
);
    localparam longint MAX_CHANGE_PER_SAMPLE = (MAX_CHANGE_RATE <<< 14) / VCC / SAMPLE_RATE;
    wire signed[16:0] difference;
    assign difference = in - out;
    always@(posedge clk, negedge I_RSTn) begin
        if(!I_RSTn)begin
            out <= 0;
        end else if(audio_clk_en) begin
            if(difference < -MAX_CHANGE_PER_SAMPLE)begin
                out <= out - MAX_CHANGE_PER_SAMPLE;
            end else if(difference > MAX_CHANGE_PER_SAMPLE) begin
                out <= out + MAX_CHANGE_PER_SAMPLE;
            end else begin
                out <= in; 
            end
        end
    end
endmodule
module resistor_capacitor_high_pass_filter #(
    parameter SAMPLE_RATE = 48000,
    parameter R = 47000,
    parameter C_35_SHIFTED = 1615  
) ( 
    input clk,
    input I_RSTn,
    input audio_clk_en,
    input signed[15:0] in,
    output reg signed[15:0] out = 0
);
    localparam longint DELTA_T_32_SHIFTED = (1 <<< 32) / SAMPLE_RATE;
    localparam longint R_C_32_SHIFTED = R * C_35_SHIFTED >>> 3;
    localparam int SMOOTHING_FACTOR_ALPHA_16_SHIFTED = (R_C_32_SHIFTED <<< 16) / (R_C_32_SHIFTED + DELTA_T_32_SHIFTED);
    wire[7:0] random_number;
    LFSR lfsr(
        .clk(clk),
        .audio_clk_en(audio_clk_en),
        .I_RSTn(I_RSTn),
        .LFSR(random_number)
    );
    reg signed[15:0] last_in = 0;
    always@(posedge clk, negedge I_RSTn) begin
        if(!I_RSTn)begin
            out <= 0;
            last_in <= 0;
        end else if(audio_clk_en)begin
            out <= SMOOTHING_FACTOR_ALPHA_16_SHIFTED * (out + in - last_in) >>> 16;
            last_in <= in + ((random_number >>> 6) - 2);  
        end
    end
endmodule
module resistor_capacitor_low_pass_filter #(
    parameter[63:0] SAMPLE_RATE = 48000 * 2,
    parameter R = 47000,
    parameter C_35_SHIFTED = 1615  
) ( 
    input clk,
    input I_RSTn,
    input audio_clk_en,
    input signed[15:0] in,
    output reg signed[15:0] out = 0
);
    localparam longint DELTA_T_32_SHIFTED = (1 <<< 32) / SAMPLE_RATE;
    localparam longint R_C_32_SHIFTED = R * C_35_SHIFTED >>> 3;
    localparam longint LONG_SMOOTHING_FACTOR = (DELTA_T_32_SHIFTED <<< 16) / (R_C_32_SHIFTED + DELTA_T_32_SHIFTED);
    localparam signed [29:0] SMOOTHING_FACTOR_ALPHA_16_SHIFTED = {1'b0, LONG_SMOOTHING_FACTOR[28:0]};
    reg signed[15:0] difference_in_out  ;
    reg signed[29:0] smoothed;
    always@(posedge clk, negedge I_RSTn) begin
        if(!I_RSTn)begin
            out <= 0;
        end else if(audio_clk_en)begin
            out <= out + {smoothed[29], smoothed[14:0]};
        end else begin
            difference_in_out  <= in - out;
            smoothed  <= (SMOOTHING_FACTOR_ALPHA_16_SHIFTED * difference_in_out >>> 16);
        end
    end
endmodule 
==> ./run.sh <==
#!/bin/bash
# OpenROAD 26Q1-2900-gdf79404cd8, Yosys 0.63+post, stock flow scripts
make -C /OpenROAD-flow-scripts/flow DESIGN_CONFIG=/design/flow/config.mk WORK_HOME=/design/flow/orfs finish
==> ./config.mk <==
export PLATFORM = sky130hd
export DESIGN_NAME = beep
export DESIGN_NICKNAME = beep
export VERILOG_FILES = /design/flow/design.v
export SDC_FILE = /design/flow/constraint.sdc
export NUM_CORES = 4
export LEC_CHECK = 1
export CORE_UTILIZATION = 40
export SYNTH_HDL_FRONTEND = slang
==> ./constraint.sdc <==
current_design beep

set clk_period 51.2
set clk_io_pct 0.2

create_clock -name clk0 -period $clk_period [get_ports {clk}]

set non_clock_inputs [all_inputs -no_clocks]
set_input_delay [expr $clk_period * $clk_io_pct] -clock clk0 $non_clock_inputs
set_output_delay [expr $clk_period * $clk_io_pct] -clock clk0 [all_outputs]
==> run notes <==
The final report lists the setup-violating endpoint count as 0. The run gives 1 for the H-tree depth reported by CTS. Critical path endpoint category: a register. Based on the critical path, the design can be clocked at up to 0.0371 GHz.

For reference, the final report shows the hold violation count at 0. For the initial antenna violation count, the log shows 1. Class of the worst hold path: reg -> reg. The run gives 19,900 as the number of global-route vias before repair.

For this sky-water flow run, the detailed-routed wirelength per cell is reported as 14.1 microns. The total area inside the core boundary comes to 0.0692 sq mm. Looking at the clock tree report, the root buffer type is sky130_fd_sc_hd__clkbuf_16. The run finished with clean final reports.

The time the final worst path needs with I/O delays and setup is 26.99 ns. The run gives 30 as the number of CTS-inserted buffers. TritonCTS built the clock tree. The ratio of final minimum period to clock period works out to 0.527. On the worst setup and hold paths after CTS, the clock-pin slew comes to 0.07 ns. The detailed-route vias per instance works out to 5.03. The worst-case reg-to-reg path depth was 122; the setup total negative slack was 0 ns.

Entering global routing, the biggest net connects 71 pins. The slowest stage of the critical path is the sky130_fd_sc_hd__o41ai_1 cell. The run gives 24.21 ns for the minimum setup slack among reg-to-reg paths.

For the count of clock tree sinks, the log shows 277. The global-route wire length before repair is 97,900 microns, and the number of cell instances after yosys synthesis is 2,984. The highest fanout seen on the critical path works out to 13. The worst-case setup slack after placement was 24.38 ns; the top cell type's share of synthesized area was 0.179. The area overhead of the layout relative to synthesis is 8.72%. Setup repair after global routing left no endpoint under its margin.

The run gives 0 for the max-capacitance violation count. The worst setup path endpoint was vco.v_control_divided_two_vcc_minus_vcontrol[2]. The launch point of the worst path is filter4.out[2]. The cell count after synthesis came out at 2,984. The tools report the startpoint of the lowest-slack register-to-register path as filter4.out[2]. The tools report the post-synthesis instance area as 0.0282 sq mm.

DRC violation count after routing: 0. At the end of routability-driven placement, the weighted congestion stood at 0.888. The pre-placement core utilization is 0.408. The chip area estimate from yosys synthesis came out at 0.0282 sq mm.

The tools report the total via count in the routed design as 20,000. The hold-fix buffer count after cts is 0, and the final critical-path setup slack is 24.21 ns. The later pin in the worst-skew pair is clocked with a latency of 0.58 ns.

Post-synthesis cell type with the largest combined area: sky130_fd_sc_hd__ha_1. For the count of synthesis-stage warnings from yosys, the log shows 0. The tools report the number of search-and-repair iterations in the first detailed-routing pass as 5. The logs give 56,300 microns for the wire length after detailed routing and 27.32 ns for the data arrival at the endpoint of the critical path. The worst setup path is launched from a register. Once the clock tree was built, the resizer swapped 0 gates to a different size. All-layer global routing usage: 0.173.

Synthesis instantiated 103 different standard cells from the library. Once synthesis finished, the tally of register bits stood at 277. The tool warning count for the run is 52.

Summed over all layers, the global routing overflow is 0. Yosys attributes the largest share of cell area to sky130_fd_sc_hd__ha_1 (18%), sky130_fd_sc_hd__dfrtp_1 (16%), sky130_fd_sc_hd__fa_1 (15%).

The die outline area came out at 0.0716 sq mm. The tools report the required time reported for the critical path endpoint as 51.53 ns. The sequential element share of the synthesized area came out at 0.247. The fraction of registers with async set/reset is 0.690. The relative slew slack came out at 0.400. Per the post-synthesis stats, the area per cell is 9.45 sq um. Per the CTS log, the buffer count on the longest clock path is 3.

For the pin with the worst max-slew slack, the measured transition is 0.888 ns. Post-synth the commonest register cell is sky130_fd_sc_hd__dfrtp_1.

The logs give 20 for the number of top-level pins and 96 for the number of placement rows. The overall die height is 268 microns, and the delay of the slowest cell on the worst path is 0.73 ns. The post-CTS repair timing setup buffer count was 0. With the share of cells above drive strength 1 at 0.0710, the half-perimeter wire length after detailed placement is 44,700 microns.

End of the worst register-to-register path: vco.v_control_divided_two_vcc_minus_vcontrol[2]. The floorplan step set the die width to 268 microns. The number of enable-type register cells in the synthesized netlist came out at 45. The number of DRC markers in iteration 0 was 978; the number of inserted diodes was 0. By instance count, the cell type seen most on the critical path is sky130_fd_sc_hd__o21a_1. The critical path is of the reg -> reg type.

On the final layout, the worst clock skew is 0.0137 ns. The final antenna-violating net count came out at 0. The placement report lists the number of port buffers as 19. Max-slew check failures listed in the final report amount to 0.
[how the worst min path moves through the flow]
| stage | startpoint | to | cells after the start |
|---|---|---|---|
| final | vco.natlog.log2.priencout2[0] | vco.natlog.log2.priencout3[0] | 0 |
| after CTS | vco.natlog.log2.priencout2[0] | vco.natlog.log2.priencout3[0] | 0 |
| after global routing | vco.natlog.log2.priencout2[2] | vco.natlog.log2.priencout3[2] | 0 |
[registers in the layout, indices dropped and copies added (netlist names), 13 cells and up]
signal / flops
vco.wave_length_counter: 64
vco.to_log_8_shifted: 15
filter4.difference_in_out: 16
filter2.last_in: 16
out: 16
vco.v_control_divided_two_vcc_minus_vcontrol: 14
vco.natlog.log2.barrelin: 15
filter2.out: 16
filter4.out: 16
vco.slew_rate.out: 13
vco.CYCLES_HIGH: 14
[worst max-delay path: cells and delay by family (launching register included)]
kind | cells | cell delay (ns)
fa+ha+maj | 14 | 4.33
simple gates | 27 | 4.83
buf+inv | 8 | 1.23
flops | 1 | 0.51
mux | 1 | 0.33
compound gates | 72 | 15.48
[cells in the mapped netlist (all sizes together), types with 21 or more instances]
cell,count
inv,491
a211oi,24
o211ai,21
xor2,54
clkbuf,69
o21a,67
a21oi,150
dfxtp,41
fa,208
nand4,24
edfxtp,45
ha,404
nand2b,21
and2,21
xnor2,118
a21o,36
nor3,71
dfrtp,177
o31ai,21
o21ai,147
nor4,22
nand2,141
mux2,54
o21bai,25
nor2b,23
nor2,195
nand3,67
[cells in the final DEF (no fill, tap or decap), types with 17 or more instances in the layout]
cell                              count
sky130_fd_sc_hd__a211oi_1            19
sky130_fd_sc_hd__a21o_1              36
sky130_fd_sc_hd__a21oi_1            148
sky130_fd_sc_hd__a31oi_1             17
sky130_fd_sc_hd__and2_1              20
sky130_fd_sc_hd__buf_4               33
sky130_fd_sc_hd__clkbuf_16           31
sky130_fd_sc_hd__clkdlybuf4s50_1     17
sky130_fd_sc_hd__conb_1              50
sky130_fd_sc_hd__dfrtp_1            177
sky130_fd_sc_hd__dfxtp_1             41
sky130_fd_sc_hd__edfxtp_1            45
sky130_fd_sc_hd__fa_1               208
sky130_fd_sc_hd__ha_1               404
sky130_fd_sc_hd__inv_1              487
sky130_fd_sc_hd__mux2_2              45
sky130_fd_sc_hd__nand2_1            139
sky130_fd_sc_hd__nand2b_1            21
sky130_fd_sc_hd__nand3_1             67
sky130_fd_sc_hd__nand4_1             24
sky130_fd_sc_hd__nor2_1             193
sky130_fd_sc_hd__nor2b_1             21
sky130_fd_sc_hd__nor3_1              70
sky130_fd_sc_hd__nor4_1              22
sky130_fd_sc_hd__o211ai_1            17
sky130_fd_sc_hd__o21a_1              65
sky130_fd_sc_hd__o21ai_0            143
sky130_fd_sc_hd__o21bai_1            25
sky130_fd_sc_hd__o22ai_1             17
sky130_fd_sc_hd__o31ai_1             20
sky130_fd_sc_hd__or3_1               18
sky130_fd_sc_hd__xnor2_1            118
sky130_fd_sc_hd__xor2_1              54
[kinds of logic after synthesis]
group,share of synthesized area
AND/OR/NAND/NOR,0.111
AND-OR/OR-AND,0.149
adder cells (fa/ha/maj),0.327
buffers and inverters,0.0777
flip-flops,0.247
XOR/XNOR,0.0534
multiplexers,0.0349
other,0.000266
[routing by layer]
layer,global-route usage,part of all wire,wire length (microns),vias to the layer above
met5,0,0,0,-
met4,0.0213,0.014,791,0
met3,0.0258,0.045,2560,50
met2,0.275,0.46,26100,323
met1,0.264,0.48,26900,9435
li1,-,-,-,10200
[metrics by stage]
stage / cell area [sq um] / instances / util / hold slack [ns]
after global routing: 30700 / 3988 / 0.443 / 0.334
after floorplan: 28400 / 3032 / - / 0.310
final: 30700 / 3988 / 0.443 / 0.325
after detailed placement: 29700 / 3932 / 0.429 / 0.312
after global placement: 29700 / 3932 / 0.429 / 0.311
after CTS: 30700 / 3988 / 0.443 / 0.326
[area by class of cell]
class / instances / area, sq um
clock buffers: 38 / 832
clock inverters: 18 / 176
fillers: 6596 / 38500
inverters: 495 / 1860
multi-input cells: 2178 / 19200
flip-flops and latches: 277 / 6970
well taps: 931 / 1160
repair buffers: 51 / 433
